==> flow/design.v <==
`timescale 1ns / 1ps
module FIFO
    #(parameter ADDR_WIDTH = 3, DATA_WIDTH = 8)
    (
        input logic clk, reset,
        input logic wr, rd,
        input logic [2 * DATA_WIDTH - 1: 0] w_data,  
        output logic [DATA_WIDTH - 1: 0] r_data,
        output logic full, empty
    );
    logic [ADDR_WIDTH : 0] w_addr, r_addr;
    FIFO_Control #(.ADDR_WIDTH(ADDR_WIDTH))
        ctrl_unit (.*);
    FIFO_Reg_File #(.ADDR_WIDTH(ADDR_WIDTH), .DATA_WIDTH(DATA_WIDTH))
        r_file_unit (.w_en( wr & ~full), .*); 
endmodule
`timescale 1ns / 1ps
module FIFO_Control
    #(parameter ADDR_WIDTH = 3)
    (
        input logic clk, reset,
        input logic wr, rd,
        output logic full, empty,
        output logic [ADDR_WIDTH : 0] w_addr,
        output logic [ADDR_WIDTH : 0] r_addr
    );
    logic [ADDR_WIDTH : 0] wr_ptr, wr_ptr_next;
    logic [ADDR_WIDTH : 0] rd_ptr, rd_ptr_next;
    logic full_next;
    logic empty_next;
    always_ff @(posedge clk, posedge reset)
    begin
        if(reset)
        begin
            wr_ptr <= 0;
            rd_ptr <= 0;
            full <= 1'b0;
            empty <= 1'b1;
        end
        else
        begin
            wr_ptr <= wr_ptr_next;
            rd_ptr <= rd_ptr_next;
            full <= full_next;
            empty <= empty_next;
        end
    end
    always_comb
    begin
        wr_ptr_next = wr_ptr;
        rd_ptr_next = rd_ptr;
        full_next = full;
        empty_next = empty;
        unique case({wr, rd})
            2'b01:  
            begin
                if (~empty)
                begin
                    rd_ptr_next = rd_ptr + 1;
                    full_next = 1'b0;
                    if (rd_ptr_next == wr_ptr)  
                        empty_next = 1'b1;
                end                
            end
            2'b10:  
            begin
                if (~full)
                begin
                    wr_ptr_next = wr_ptr + 2;
                    empty_next = 1'b0;
                    if (wr_ptr_next == rd_ptr || wr_ptr_next == rd_ptr - 1)  
                        full_next = 1'b1;
                end
            end
            2'b11:  
            begin
                empty_next = 1'b0;  
                if(~full)
                begin
                    wr_ptr_next = wr_ptr + 2;  
                    if (~empty)                      
                        rd_ptr_next = rd_ptr + 1;
                    else
                        rd_ptr_next = rd_ptr;
                    if (wr_ptr_next == rd_ptr)  
                        full_next = 1'b1;
                end
            end
            default: ;  
        endcase       
    end
    assign w_addr = wr_ptr;
    assign r_addr = rd_ptr;
endmodule
`timescale 1ns / 1ps
module FIFO_Reg_File
    #(parameter ADDR_WIDTH = 3, DATA_WIDTH = 8)
    (
        input logic clk,
        input logic w_en,
        input logic [ADDR_WIDTH : 0] w_addr, 
        input logic [ADDR_WIDTH : 0] r_addr,
        input logic [2 * DATA_WIDTH - 1: 0] w_data, 
        output logic [DATA_WIDTH - 1: 0] r_data
    );
    logic [DATA_WIDTH - 1: 0] memory [0: (2 * (2 ** ADDR_WIDTH)) - 1];
    always_ff @(posedge clk)
    begin
        if (w_en)
        begin
            memory[w_addr] <= w_data[(2 * DATA_WIDTH - 1) : DATA_WIDTH];
            memory[w_addr + 1] <= w_data[(DATA_WIDTH - 1) : 0];
        end
    end
    assign r_data = memory[r_addr];
endmodule
==> flow/run.sh <==
#!/bin/bash
# OpenROAD 26Q1-2900-gdf79404cd8, Yosys 0.63+post, stock flow scripts
make -C /OpenROAD-flow-scripts/flow DESIGN_CONFIG=/design/flow/config.mk WORK_HOME=/design/flow/orfs finish
==> flow/config.mk <==
export PLATFORM = sky130hd
export DESIGN_NAME = FIFO
export DESIGN_NICKNAME = FIFO
export VERILOG_FILES = /design/flow/design.v
export SDC_FILE = /design/flow/constraint.sdc
export NUM_CORES = 4
export LEC_CHECK = 1
export CORE_UTILIZATION = 40
==> flow/constraint.sdc <==
current_design FIFO

set clk_period 4.8
set clk_io_pct 0.2

create_clock -name clk0 -period $clk_period [get_ports {clk}]

set non_clock_inputs [all_inputs -no_clocks]
set_input_delay [expr $clk_period * $clk_io_pct] -clock clk0 $non_clock_inputs
set_output_delay [expr $clk_period * $clk_io_pct] -clock clk0 [all_outputs]
==> results.json <==
{
  "yosys.stat.seqShare_pct": 73.5,
  "ctsResizeCount": 0,
  "ys_cells": 299,
  "layout_top_cells": "edfxtp_1, mux2i_1, clkdlybuf4s50_1",
  "timing.fmax_ghz": 0.258,
  "hpwl_um": 6320,
  "syn_inst": 299,
  "pwr-share-clk_pct": 32.6,
  "worstSkewPairLatency_ps": 410,
  "tns_ps": 0,
  "die_h_um": 120,
  "hold_class": "register to register",
  "p_sw_mw": 1.21,
  "cp_cell_sequence": "buf_12 > mux2i_1 > a221oi_1 > o21ai_0 > nand2_1 > clkdlybuf4s50_1",
  "edf_count": 128,
  "cts_buffers": 17,
  "cts_buffer_depth": 2,
  "slew_violations": 0,
  "finalCritPeriodShare_pct": 80.8,
  "drc": 0,
  "arrival_ps": 2920,
  "gp_congestion": 0.808,
  "placementRows": 42,
  "clkTransAtPathRegs_ps": 60,
  "leakage_nw": 2.31,
  "pwr-share-comb_pct": 28.0,
  "drt-total-wl_um": 10200,
  "crit_cells": 6,
  "hold_viol_final": 0,
  "vdd_drop_max_uv": 302,
  "fin_crit_ps": 3880,
  "final_common_cell": "edfxtp_1",
  "rsz0062_at_grt": "false",
  "startpoint_type": "register",
  "drt_iter0_drc": 105,
  "grt_pass1_vias": 2888,
  "port_buffers": 29,
  "cell_internal_pwr_mw": 3.04,
  "crit_path_max_fanout": 30,
  "grt_max_degree": 31,
  "ys_ff": 137,
  "synth_warnings": 2,
  "synthFlopType": "edfxtp_1",
  "p_sw_share_pct": 28.4,
  "die-area_um2": 14300,
  "outcome": "finished clean",
  "viasPerCell": 5.21,
  "post_dp_cell_area_um2": 6070,
  "clockRootBuffer": "clkbuf_16",
  "netlist_area_um2": 5540,
  "grt_pass1_wl_um": 16200,
  "openroad.warnings": 26,
  "postCtsHoldBufs": 0,
  "async_reset_ff_share_pct": 6.57,
  "htree_num_levels": 4,
  "cp_data_required_time_ps": 3840,
  "setup_violations": 0,
  "p_seq_share_pct": 39.3,
  "area_growth_pct": 21.4,
  "boundaryPins": 30,
  "wl_per_cell_um": 19.1,
  "crit_family": "flip-flops",
  "n_antenna_cell": 0,
  "max_cap_viol_count": 0,
  "worstMarginPinSlew_ps": 813,
  "yosysUniqueCellTypes": 34,
  "tritoncts": "done",
  "crit_buf_inv": 2,
  "grt_usage_pct": 16.5,
  "yosysChipArea_um2": 5540,
  "fin_area_um2": 6720,
  "die_w_um": 120,
  "hold_depth": 1,
  "slowest_stage": "dfrtp_2",
  "slew_headroom_pct": 45.8,
  "crit_type": "register to primary output",
  "end_kind": "primary output",
  "crit_path_max_incr_delay_ps": 890,
  "dr.pass1.iters": 4,
  "antenna_found_initial": 0,
  "syn_avg_cell_area_um2": 18.5,
  "final_core_util_pct": 50.3,
  "grt-ovfl-total": 0,
  "fin_skew_ps": 6.00,
  "clock_sinks": 137,
  "reg2reg_depth": 7,
  "powerDensity_nw_per_um2": 632,
  "coreArea_um2": 13300,
  "postCtsSetupBuffers": 0,
  "vias": 2792,
  "antenna_left": 0,
  "fp_util_pct": 41.5,
  "drive_gt1_share_pct": 19.7
}
-- final timing paths --
kind	startpoint	slack, ps	end
hold / removal	ctrl_unit.wr_ptr[3]$_DFFE_PP0P_	580	ctrl_unit.wr_ptr[3]$_DFFE_PP0P_
min in group asynchronous	reset	810	ctrl_unit.full$_DFFE_PP0P_
hold reg to reg	ctrl_unit.wr_ptr[3]$_DFFE_PP0P_	580	ctrl_unit.wr_ptr[3]$_DFFE_PP0P_
max in group asynchronous	reset	3690	ctrl_unit.empty$_DFFE_PP1P_
setup / recovery	ctrl_unit.rd_ptr[0]$_DFFE_PP0P_	920	r_data[1]
setup reg to reg	ctrl_unit.rd_ptr[0]$_DFFE_PP0P_	2420	ctrl_unit.full$_DFFE_PP0P_
-- power groups by stage --
stage     sequential [mW]  clock [mW]  combinational (mW)
5_1_grt              1.70        1.46                1.31
4_1_cts              1.67        1.42                1.22
6_report             1.67        1.39                1.19
-- synthesized netlist by cell type (3+ instances only) --
| master | number | area (um2) |
|---|---|---|
| nor2_1 | 8 | 30.0 |
| edfxtp_1 | 128 | 3840 |
| dfrtp_1 | 8 | 200 |
| inv_1 | 7 | 26.3 |
| a22oi_1 | 8 | 60.1 |
| buf_6 | 3 | 33.8 |
| nand2_1 | 13 | 48.8 |
| ha_1 | 3 | 37.5 |
| mux2i_1 | 32 | 320 |
| buf_2 | 9 | 45.0 |
| mux4_2 | 16 | 360 |
| xor2_1 | 4 | 35.0 |
| nand2b_1 | 6 | 37.5 |
| o21ai_0 | 11 | 55.1 |
| a221oi_1 | 14 | 123 |
| xnor2_1 | 6 | 52.6 |
-- layer usage --
layer / routed length (um) / vias up / share of wire [%] / track usage, %
met5: 28 / - / 0.27 / 3.31
met2: 4680 / 96 / 46 / 23.2
li1: - / 1300 / - / -
met1: 4280 / 1379 / 42 / 25.5
met3: 1030 / 15 / 10 / 8.50
met4: 197 / 2 / 1.9 / 2.50
-- cells by family (layout without fill, tap and decap cells) --
logic type               after synthesis  count (layout)  synth area share [%]
AND/OR/NAND/NOR                       35              35                  2.94
adder cells (fa/ha/maj)                3               3                 0.678
buffers and inverters                 22              83                  2.53
XOR/XNOR                              11              11                  1.88
flip-flops                           137             137                  73.5
AND-OR/OR-AND                         42              42                  5.94
multiplexers                          49              49                  12.5
-- sequential cells by signal (all words and copies together) (netlist names) --
register / flops
ctrl_unit.full: 1
ctrl_unit.rd_ptr: 4
r_file_unit.memory: 128
ctrl_unit.empty: 1
ctrl_unit.wr_ptr: 3
-- per-stage QoR --
stage	hold WS [ps]	cells	setup WS [ps]	power, mW
6_report	577	536	923	4.25
5_1_grt	609	536	710	4.47
4_1_cts	574	536	849	4.31
3_5_place_dp	564	504	1340	2.91
3_3_place_gp	562	504	1330	2.90
2_1_floorplan	528	299	1850	2.48
-- layout make-up --
type	instances	area, um2
Fill cell	1091	6630
Multi-Input combinational cell	140	1340
Timing Repair Buffer	44	415
Inverter	7	26.3
Sequential cell	137	4070
Clock inverter	10	165
Clock buffer	22	484
Tap cell	176	220
Power figures rest on the tool's default switching activity, not on a simulated workload.
